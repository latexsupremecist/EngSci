### /design/flow/design.v
module part2(Clock, Reset_b, Data, Function, ALUout);
    input logic Clock, Reset_b;
    input logic[1:0] Function;
    input logic[3:0] Data;
    output logic[7:0] ALUout;
    always_ff @(posedge Clock)
    begin
        case ({Reset_b, Function})
        0: ALUout <= (ALUout[3:0] + Data);
        1: ALUout <= (ALUout[3:0] * Data);
        2: ALUout <= (ALUout[3:0] << Data);
        3: ALUout <= ALUout;
        default: ALUout <= 8'b00000000;
        endcase
    end
endmodule
### /design/flow/run.sh
#!/bin/bash
# OpenROAD 26Q1-2900-gdf79404cd8, Yosys 0.63+post, stock flow scripts
make -C /OpenROAD-flow-scripts/flow DESIGN_CONFIG=/design/flow/config.mk WORK_HOME=/design/flow/orfs finish
### /design/flow/config.mk
export PLATFORM = sky130hd
export DESIGN_NAME = part2
export DESIGN_NICKNAME = part2
export VERILOG_FILES = /design/flow/design.v
export SDC_FILE = /design/flow/constraint.sdc
export NUM_CORES = 4
export LEC_CHECK = 1
export CORE_AREA = 10 10 85 85
export DIE_AREA = 0 0 95 95
### /design/flow/constraint.sdc
current_design part2

set clk_period 5.5
set clk_io_pct 0.2

create_clock -name clk0 -period $clk_period [get_ports {Clock}]

set non_clock_inputs [all_inputs -no_clocks]
set_input_delay [expr $clk_period * $clk_io_pct] -clock clk0 $non_clock_inputs
set_output_delay [expr $clk_period * $clk_io_pct] -clock clk0 [all_outputs]
==> run summary <==
flow finished, numbers: Rows=27, post-route ant nets=0, Switching Fraction=between 20% and 30%, clock period minus worst slack=about 4200 ps, Top cells by area=edfxtp_1, ha_1, fa_1, DRC=0, post-DP HPWL=2029 um, hold path start=ALUout[2]$_DFFE_PP_, Syn Std Cell Area=around 0.0011 mm^2, yosys stat cell total=between 100 and 150, max incr delay on CP=roughly 770 ps, Yosys chip area=~0.0011 mm^2, CTS tree=built, synthesis-to-layout area growth=23.20%, Slowest cell on crit path=clkdlybuf4s50_1, Logic area=~790 um^2, # diodes=0, first-pass GRT wire length=roughly 4000 um, clock share of power=a little under a third, Pleak=0.6007 nW, Top cell area share=21.94%, largest net degree at the start of global routing=13, Post-synth EDFFs=8, Largest regs=ALUout: 8 flops, top-level port count=16, most common cell in the synthesized netlist=ha_1, TritonCTS buffer count=3, CP Max Fanout=12, WL/cell=~12 um, Routability Congestion=0.8987, Async SR Flop Fraction=0%, fraction of layout cells with a size suffix above 1=approximately 7.8%, clk ins delay skew pair=approximately 220 ps, Initial DRC Count=27, crit start category=input pin, GRT Util Overall=approximately 5.3%, largest register by flop count=ALUout, Clock transition at path regs=about 40 ps, unrepaired setup endpoints after global routing=false, Max rail drop VDD=roughly 65 uV, WP data required=5450 ps, register area=240.2 um^2, Synth Seq Share=about 22%, fmax=between 0.2 and 0.25 GHz, fp_density=approximately a fifth, crit path from=Data[1], internal power=0.1563 mW, combinational share of power=around 34%, Mean Syn Cell Area=a little under 10 um^2, Die W=between 90 and 100 um, Main synth FF type=edfxtp_1, chip area=between 0.009 and 0.01 mm^2, Reg-to-Reg End=ALUout[6]$_DFFE_PP_, final wirelength=2380 um, final hold viol count=0, critical path capture point type=flop, ys flops=8, Max-Cap Viols=0, Longest Clk Path Bufs=2, Synth warnings=1, CP endpoint=ALUout[6]$_DFFE_PP_, Pins Over Slew Limit=0, CTS hold repair buffers=0, vias in the first global route=896, fill count=about 600, H-tree Lvls=1, R2R Setup Slk=about 2400 ps, Final setup violation count=0, sequential share of power=36.0%, total grt overflow=0, WP data arrival=between 4000 and 5000 ps, vias post-DR=between 800 and 900, Hold Crit Class=flop to flop, Largest register FFs=8, initial antenna violation count=0, switching pwr=0.06241 mW, fin crit share=77.15%, Post-CTS Setup Bufs=0, r2r startpoint=ALUout[0]$_DFFE_PP_, Crit Path Class=input pin to flop, pin slew with the least headroom to its limit=approximately 480 ps, Worst slew margin=67.94%, drt pass-1 iters=4, Root Buffer=clkbuf_8, commonest cells in the netlist=ha_1, a21oi_1, inv_1, edfxtp_1, nand2_1, Power Density=around 160 mW/mm^2, CTS sink count=8, core area=roughly 0.0055 mm^2, Syn Inst Count=about 110, Unique masters post-synth=37, most frequent CP cell=fa_1, Die H=approximately 95 um, Reg2Reg Depth=9, TNS Setup=0 ps, Log Warnings=26, Tot Pwr=between 0.2 and 0.25 mW, # resized after CTS=0, Via density=~4.4, cells along the critical path=clkdlybuf4s50_1 > nand2_1 > fa_1 > inv_1 > fa_1 > fa_1 > a21o_1 > a21oi_1 > xor2_1 > o221ai_1, dominant cell type by area after synthesis=edfxtp_1, I/O Buffers=15, status=completed, Worst Skew=3.119 ps
[stage by stage]
stage,instance area [um^2],cells,utilization [%],worst slack (ps),hold WS (ps)
floorplan,1095,113,-,1833,810.8
global route,1349,200,24.65,1039,1088
detailed placement,1308,197,23.89,1039,995.4
finish,1349,200,24.65,1257,1009
global placement,1308,197,23.89,1128,1003
CTS,1349,200,24.65,1277,1006
[logic make-up after synthesis]
group / count (synthesis) / share of synthesized area, %
AND-OR/OR-AND: 27 / 16.69
XOR/XNOR: 3 / 2.400
adder cells (fa/ha/maj): 22 / 28.57
buffers and inverters: 12 / 5.599
flip-flops: 8 / 21.94
multiplexers: 6 / 5.600
AND/OR/NAND/NOR: 35 / 19.20
[worst min-delay path by stage]
| stage | end | slack (ps) | depth (start not counted) |
|---|---|---|---|
| CTS | ALUout[4]$_DFFE_PP_ | 1010 | 3 |
| global route | ALUout[4]$_DFFE_PP_ | 1090 | 3 |
| finish | ALUout[4]$_DFFE_PP_ | 1010 | 3 |
[power by group through the flow]
stage | logic [mW] | registers (mW) | clock network [mW]
CTS | 0.0739 | 0.0786 | 0.0683
global route | 0.0837 | 0.0788 | 0.0749
finish | 0.0734 | 0.0787 | 0.0667
[placed cells by master, fill, tap and decap left out]
master and instances:
ha_1 17, clkdlybuf4s50_1 15, inv_1 9, a21oi_1 9, edfxtp_1 8, nand2_1 8
and2_1 7, nor2_1 5, mux2i_1 5, fa_1 5, a21o_1 3, clkbuf_8 3
xnor2_1 2, o32ai_1 2, or2_2 2, nand3_1 2, o31ai_1 2, nand2b_1 2
o22ai_1 2, nor3b_2 2, a211oi_1 2, nor4b_2 1, nor2b_1 1, or3b_1 1
nor3_1 1, a211o_1 1, and3_1 1, a22o_1 1, mux2_2 1, xor2_1 1
o221ai_1 1, o21ai_0 1, o21bai_1 1, or3b_2 1, a31oi_1 1, nand3b_1 1
o32a_1 1
[area by class of cell]
class | instances | share of cell area [%]
tap | 72 | 6.679
inverter | 9 | 2.505
clock buffer | 3 | 3.061
multi-input combinational | 93 | 58.81
timing repair buffer | 15 | 11.13
sequential | 8 | 17.81
[worst max-delay path, delay by kind of cell]
kind | cells | cell delay (ps)
adders and majority gates | 3 | 1470
AOI/OAI and AO/OA | 3 | 510
and+or+nand+nor | 1 | 130
xor gates and xnor gates | 1 | 170
buffers and inverters | 2 | 820
[per-layer routing]
layer	up-vias	global-route usage [%]	share of wire (%)
met5	-	0	0
met4	0	1.372	2.1
met3	7	0.7212	5.6
met2	17	9.497	49
met1	407	6.437	43
li1	450	-	-
No activity file was given, so power comes from the tool's default toggle rates.
