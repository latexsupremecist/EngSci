==> design/flow/design.v <==
module tflipflop(input logic Clock, input logic Enable, input logic Reset, output logic Q);
    always_ff @(posedge Clock)
    begin
        if(Reset)
            Q <= 0;
        else Q <= Enable ? ~Q : Q;
    end
endmodule
module part1(input logic Clock,
    input logic Enable,
    input logic Reset,
    output logic [7:0] CounterValue);
    tflipflop u0(Clock, Enable, Reset, CounterValue[0]);
    tflipflop u1(Clock, CounterValue[0], Reset, CounterValue[1]);
    tflipflop u2(Clock, &{Enable, CounterValue[1:0]}, Reset, CounterValue[2]);
    tflipflop u3(Clock, &{Enable, CounterValue[2:0]}, Reset, CounterValue[3]);
    tflipflop u4(Clock, &{Enable, CounterValue[3:0]}, Reset, CounterValue[4]);
    tflipflop u5(Clock, &{Enable, CounterValue[4:0]}, Reset, CounterValue[5]);
    tflipflop u6(Clock, &{Enable, CounterValue[5:0]}, Reset, CounterValue[6]);
    tflipflop u7(Clock, &{Enable, CounterValue[6:0]}, Reset, CounterValue[7]);
endmodule
==> design/flow/run.sh <==
#!/bin/bash
# OpenROAD 26Q1-2900-gdf79404cd8, Yosys 0.63+post, stock flow scripts
make -C /OpenROAD-flow-scripts/flow DESIGN_CONFIG=/design/flow/config.mk WORK_HOME=/design/flow/orfs finish
==> design/flow/config.mk <==
export PLATFORM = sky130hd
export DESIGN_NAME = part1
export DESIGN_NICKNAME = part1
export VERILOG_FILES = /design/flow/design.v
export SDC_FILE = /design/flow/constraint.sdc
export NUM_CORES = 4
export LEC_CHECK = 1
export CORE_AREA = 10 10 70 70
export DIE_AREA = 0 0 80 80
==> design/flow/constraint.sdc <==
current_design part1

set clk_period 1.9
set clk_io_pct 0.2

create_clock -name clk0 -period $clk_period [get_ports {Clock}]

set non_clock_inputs [all_inputs -no_clocks]
set_input_delay [expr $clk_period * $clk_io_pct] -clock clk0 $non_clock_inputs
set_output_delay [expr $clk_period * $clk_io_pct] -clock clk0 [all_outputs]
==> notes.md <==
fresh numbers from the pnr run: Die Wd 80 um, Sw Share 0.2114, crit path DRT 1520 ps, most numerous logic cells after layout clkdlybuf4s50_1, dfxtp_1, pwr/cell area 672.4 nW/um^2, global route overflow 0, CTS buffer count 3, dominant logic cell type in the layout clkdlybuf4s50_1, skew final 6.759 ps, Final GP Congestion 0.6882, final period demand of the worst path 1617 ps, Hold Violations, Final 0, initial drt markers 5, clk sinks 8, final max-slew violation count 0, Total Routing Usage GR 0.02577, kind of end point of the critical path output port, sw power 71.13 uW, Yosys cell types 14, Die Y 80 um, MUX share of area 0, dpl hpwl 638.3 um, Remaining DRCs 0, Critical Path AT 1240 ps, final wirelength 783 um, Max VDD drop 0.1728 mV, Clock Tree Root clkbuf_4, initial antenna violation count 0, Hold Crit Endpoint u7.Q, DRT antenna net count 0, aoi share 0.1042, post-synthesis sequential area ratio 0.4169, placed instance count 90, Top cell area share 0.4169, Mapped Cells 43, number of OpenROAD warnings 25, FF-to-FF path depth 3, Die Area 6400 um^2, fmax 0.6185 GHz, vias in the first global route 280, largest net degree at the start of global routing 10, setup violators final 0, Max-slew headroom 0.8084, XOR-XNOR Cells, Area Fraction 0.09121, TritonCTS clock tree yes, core area 3416 um^2, leakage dissipation 0.1519 nW, postcts setup bufs 0, Clk pwr share 0.369, first-pass GRT wire length 1317 um, ys flops 8, cycle use final 0.8510, fillers 401, Synthesis Warnings 1, mean post-synth cell area 8.933 um^2, Crit path depth 1, reg-to-reg endpoint u6.Q, H-tree depth 1, Bufs on Longest Clock Path 2, Worst Min Path Start u7.Q, critical path's top delay family buffers and inverters, Critical Path Fanout Max 5, hold buffers post-CTS 0, HP Class register to register, CP max stage delay 520 ps, Routed WL per cell 8.419 um, Main logic family simple AND/OR/NAND/NOR gates, biggest area cells dfxtp_1, buf_4, xnor2_1, Int Power 265.4 uW, Site Rows 21, final core occ 0.1465, yosys stat area 384.1 um^2, Pre-Place Util 0.1125, Post-Syn Area 384.1 um^2, clk latency late pin 250 ps, ys cells 43, critical path, cell by cell clkdlybuf4s50_1, I/O pin count 11, diode count 0, Worst-Margin Slew 286.5 ps, vias per cell 3.043, Hold Path Depth 2, port buffer count 10, clock-pin slew on the worst setup and hold paths 50 ps, CP Buf/Inv Count 1, Initial DRT Pass Iterations 2, Max Cap Viol 0, fraction of layout cells with a size suffix above 1 0.08511, Basic Gates by Area 0.2117, RSZ-0062 raised after global routing false, R2R Path Start u0.Q, flop2flop setup slack 660 ps, adder and majority cell fraction of the synthesized area 0, combinational share of power 0.083, post-CTS resize count 0, Area Overhead vs Synth 30.29%, TNS Setup 0 ps, Worst path slowest cell clkdlybuf4s50_1, Layout Cells excl Fill 93, CP Class register to output port, Seq pwr share 0.549, status completed, post-synth top area cell dfxtp_1, via count 283, CP Launch Type register
[worst max-delay path by stage]
stage                 start         endpoint  slack, ps
final                  u0.Q  CounterValue[0]        280
after CTS              u0.Q  CounterValue[0]        270
after global routing   u0.Q  CounterValue[0]        220
[flip-flops by register name, indices dropped and copies added, names as in the netlist]
name / count
u0.Q: 1
u1.Q: 1
u2.Q: 1
u3.Q: 1
u4.Q: 1
u5.Q: 1
u6.Q: 1
u7.Q: 1
[Yosys cell counts (all sizes together)]
cell and number:
dfxtp 8, inv 1, xnor2 3, o21ai 4, nand3 2, nor2 4
nand4 2, a21oi 4, clkbuf 1, buf 8, nand2 1, xor2 1
or3 4
[through the flow]
stage / hold WS, ps / setup WS (ps) / area [um^2] / total power [mW]
2_1_floorplan: 458.5 / 774.2 / 384.1 / 0.2046
3_3_place_gp: 470.3 / 220.8 / 478.0 / 0.2159
3_5_place_dp: 483.8 / 181.2 / 478.0 / 0.2168
4_1_cts: 491.2 / 269.0 / 500.5 / 0.3420
5_1_grt: 548.9 / 219.1 / 500.5 / 0.3512
6_report: 480.6 / 283.1 / 500.5 / 0.3365
[power by group through the flow]
stage | Clock, mW | Sequential, mW | Combinational [mW]
4_1_cts | 0.128 | 0.185 | 0.0290
5_1_grt | 0.134 | 0.186 | 0.0314
6_report | 0.124 | 0.185 | 0.0278
[worst reg2reg max path, stage by stage, from the launching register on]
cell     delay, ps
dfxtp_1        460
nand4_4        190
or3_1          370
a21oi_1        140
[metal layers]
layer | vias up | share of wire | routed length (um) | GRT usage
met3 | 2 | 0.072 | 56 | 0.01364
met4 | 0 | 0.010 | 8 | 0.007042
met1 | 125 | 0.46 | 359 | 0.03081
li1 | 147 | - | - | -
met2 | 9 | 0.46 | 358 | 0.03933
met5 | - | 0 | 0 | 0
[logic make-up (layout without fill, tap and decap cells)]
kind of cell | after synthesis | in the layout
simple gates | 13 | 13
flops | 8 | 8
xor+xnor | 4 | 4
compound gates | 8 | 8
buf+inv | 10 | 14
[area by class of cell]
class / instances / area, um^2 / share of cell area
Clock buffer: 3 / 22.52 / 0.04500
Inverter: 1 / 3.754 / 0.007500
Timing Repair Buffer: 10 / 100.1 / 0.2000
Multi-Input combinational cell: 25 / 156.4 / 0.3125
Sequential cell: 8 / 160.2 / 0.3200
Tap cell: 46 / 57.56 / 0.1150
Power and IR drop assume default switching activity.
